$ cat flow/design.v
`timescale 1ns / 1ps
module Data_Memory (
    input clk,
    input [15:0] mem_access_addr,   
    input [31:0] mem_write_data,    
    input mem_write_en,             
    input mem_read,                 
    output reg [31:0] mem_read_data  
);
    reg [31:0] memory [63:0];
    integer i;
    initial begin
        for (i = 0; i < 64; i = i + 1) begin
            memory[i] = 32'd0;
        end
    end
    always @(posedge clk) begin
        if (mem_write_en) begin
            memory[mem_access_addr[5:0]] <= mem_write_data;
        end
    end
    always @(*) begin
        if (mem_read) begin
            mem_read_data = memory[mem_access_addr[5:0]];
        end else begin
            mem_read_data = 32'd0;   
        end
    end
endmodule
$ cat flow/run.sh
#!/bin/bash
# OpenROAD 26Q1-2900-gdf79404cd8, Yosys 0.63+post, stock flow scripts
make -C /OpenROAD-flow-scripts/flow DESIGN_CONFIG=/design/flow/config.mk WORK_HOME=/design/flow/orfs finish
$ cat flow/config.mk
export PLATFORM = sky130hd
export DESIGN_NAME = Data_Memory
export DESIGN_NICKNAME = Data_Memory
export VERILOG_FILES = /design/flow/design.v
export SDC_FILE = /design/flow/constraint.sdc
export NUM_CORES = 4
export LEC_CHECK = 1
export CORE_UTILIZATION = 40
$ cat flow/constraint.sdc
current_design Data_Memory

set clk_period 40.7
set clk_io_pct 0.2

create_clock -name clk0 -period $clk_period [get_ports {clk}]

set non_clock_inputs [all_inputs -no_clocks]
set_input_delay [expr $clk_period * $clk_io_pct] -clock clk0 $non_clock_inputs
set_output_delay [expr $clk_period * $clk_io_pct] -clock clk0 [all_outputs]
==> Changelog: implementation <==
## Implementation

* Run status: complete, no violations
* Peak VDD IR at 0.0377 mV
* CP Max Fanout at 44
* Number of fill cells at 16.6k
* Grt total ovfl at 0
* Unique cell types at 58
* Final ANT Viol Nets at 0
* Number of synthesized register bits at 2048
* Post-synth EDFFs at 2048
* Critical Path Start: mem_access_addr[2]
* FP Rows at 164
* Wirelength per Cell at 29.8 um
* Min-delay src: mem_write_data[26]
* Critical path class: input port to primary output
* Hold Buf Count CTS at 0
* Clk slew on worst S/H paths at 60 ps
* Area Growth Syn to Fin at 13.4%
* Seq/Total Area, Yosys at 76.7%
* Ys cells at 4674
* DPL Wire Length at 128000 um
* Vias in the first global route at 47.3k
* Total Neg Setup Slack at 0 ps
* I/O Pins at 83
* Crit path max-delay family: buffers and inverters
* Post-synth ARST share at 0%
* DRT Wirelength at 227000 um
* Total core area at 199000 um^2
* Worst Path Arrival at 13310 ps
* F_max at 46.6 MHz
* Type of destination of the critical path: primary output
* Dominant logic cell types in the final layout: edfxtp_1, a221oi_1, a22oi_1
* Overall global routing resource usage at 24.4%
* Post_cts resized at 0
* HP Class: input port to register
* Buffers added on ports at 72
* Max Cap Viol at 0
* Maximum clock path buffer count at 3
* Crit-path cells: buf_8, buf_4, buf_4, buf_4, nor2_4, buf_4, a221oi_1, o22ai_1, a2111oi_0, a41oi_1, clkdlybuf4s50_1
* TritonRoute pass-1 iters at 7
* Residual DRC at 0
* Setup-failing EPs final at 0
* Share of layout cells above drive strength 1 at 14.9%
* Leak Pwr at 28.2 nW
* CP max stage delay at 1050 ps
* Via count at 45.6k
* Die x size at 450 um
* Crit-path slowest cell: a2111oi_0
* Vias per inst at 5.99
* CTS Root Cell: clkbuf_16
* Top cell excl fill/tap: edfxtp_1
* Placed Cells incl. Taps at 7251
* Initial antenna violation count at 6
* Commonest flop: edfxtp_1
* Count of tool warnings at 36
* Setup bufs post-CTS at 0
* Worst relative slew slack at 20.7%
* Final Hold Vio Count at 0
* Cell mode on critical path: buf_4
* Synth Instances at 4674
* TritonCTS clock tree: yes
* Pins Over Slew Limit at 0
* Yosys synthesis chip area at 80200 um^2
* Routability cong. at 0.898
* WP buf/inv at 6
* Non-Filler Instances at 7620
* Cell Area, Synth at 80200 um^2
* Worst setup SP type: input port
* Final min period at 21450 ps
* Largest net degree at the start of global routing at 77
* Die height at 450 um
* Slew @ Worst Pin at 1160 ps
* H-tree level count at 4
* Synth warn at 1
* PD cells at 47.5 nW/um^2
* WP data required at 32560 ps
* Die area at 202000 um^2
* Sink Count at 2048
* Largest register FFs at 2048
* First-pass GRT wire length at 327000 um
* RSZ-0062 raised after global routing: no
* Syn avg cell area at 17.2 um^2
* Inserted Clock Buffers at 199
* Final period util at 52.7%
* Initial Util at 40.2%
* Starting DRC count in detailed routing at 3124
[cell families (layout without fill, tap and decap cells)]
group | count (synthesis) | count (layout) | synth area share [%]
AOI/OAI and AO/OA | 1187 | 1187 | 11.0
buffers and inverters | 400 | 686 | 2.22
DFF | 2048 | 2048 | 76.7
muxes | 256 | 256 | 3.84
other | 0 | 4 | 0
and+or+nand+nor | 783 | 783 | 6.28
[cells in the mapped netlist, types with 10 or more instances]
master	number	area (um^2)
buf_1	38	143
mux4_2	37	833
mux2i_1	176	1760
nor2b_1	10	62.6
a2111oi_0	17	149
buf_2	128	641
nand3b_1	138	1040
a311oi_1	14	123
a41oi_1	17	149
or3b_2	15	131
mux2_2	43	484
a31oi_1	15	93.8
nor2_1	77	289
o221ai_1	48	420
nand3_1	20	100
o211ai_1	15	113
a21o_1	56	420
a21oi_1	70	350
a221oi_1	275	2410
o22a_1	42	368
nor3_1	100	500
nor3b_1	141	1060
o31ai_1	14	105
and3_1	142	888
o22ai_1	64	400
and3b_1	28	245
o21ai_0	183	916
nand2b_1	58	363
nor4_1	18	113
clkbuf_1	201	754
edfxtp_1	2048	61500
buf_4	18	135
nand2_1	15	56.3
a22oi_1	248	1860
o2111ai_1	56	490
a22o_1	29	254
[cell type report]
type	instances	area [um^2]	area share [%]
repair buffers	315	2390	2.63
diodes	4	10.0	0.0110
clock inverters	108	901	0.990
flip-flops and latches	2048	61500	67.6
clock buffers	257	5240	5.76
multi-input cells	2226	17600	19.4
inverters	6	25.0	0.0275
well taps	2656	3320	3.65
[where the power goes]
part | internal [W] | leakage (nW) | switching (W) | total (W)
logic | 0.0000705 | 6.76 | 0.000174 | 0.000245
registers | 0.00234 | 18.4 | 0.00000287 | 0.00234
clock network | 0.000961 | 2.97 | 0.000777 | 0.00174
[routing by layer]
metal  vias to the layer above  share of wire [%]  track usage, %
met5                         -               0.11            1.30
met4                         6                4.6            8.62
met3                       420                 16            16.8
met2                      2611                 46            35.0
met1                     22900                 34            29.9
li1                      19700                  -               -
[metrics by stage]
| step | hold WS, ps | power (W) | util (%) | setup WS (ps) | instance area [um^2] |
|---|---|---|---|---|---|
| 3_3_place_gp | 8480 | 0.00262 | 42.5 | 19420 | 84800 |
| 5_1_grt | 7630 | 0.00444 | 45.6 | 19000 | 91000 |
| 4_1_cts | 7600 | 0.00435 | 45.6 | 19360 | 91000 |
| 2_1_floorplan | 8240 | 0.00250 | - | 22870 | 80200 |
| 3_5_place_dp | 8500 | 0.00263 | 42.5 | 19380 | 84800 |
| 6_report | 7640 | 0.00432 | 45.6 | 19250 | 91000 |
[final timing paths]
check                                 endpoint  slack (ps)  cells after the start
worst min-delay path  memory[38][26]$_DFFE_PP_        7640                      1
worst max-delay path         mem_read_data[31]       19250                     11
Power figures rest on the tool's default switching activity, not on a simulated workload.
