===== flow/run.sh =====
#!/bin/bash
# OpenROAD 26Q1-2900-gdf79404cd8, Yosys 0.63+post, stock flow scripts
make -C /OpenROAD-flow-scripts/flow DESIGN_CONFIG=/design/flow/config.mk WORK_HOME=/design/flow/orfs finish

===== flow/config.mk =====
export PLATFORM = sky130hd
export DESIGN_NAME = Register_File
export DESIGN_NICKNAME = Register_File
export VERILOG_FILES = /design/flow/design.v
export SDC_FILE = /design/flow/constraint.sdc
export NUM_CORES = 4
export LEC_CHECK = 1
export CORE_UTILIZATION = 40

===== flow/constraint.sdc =====
current_design Register_File

set clk_period 19.7
set clk_io_pct 0.2

create_clock -name clk0 -period $clk_period [get_ports {clk}]

set non_clock_inputs [all_inputs -no_clocks]
set_input_delay [expr $clk_period * $clk_io_pct] -clock clk0 $non_clock_inputs
set_output_delay [expr $clk_period * $clk_io_pct] -clock clk0 [all_outputs]

===== flow/design.v =====
`timescale 1ns / 1ps
module Register_File(ReadSelect1, ReadSelect2, WriteSelect, WriteData, WriteEnable, ReadData1, ReadData2, clk, rst);
    parameter BITSIZE = 32;
    parameter REGSIZE = 32;
    input [$clog2(REGSIZE)-1:0] ReadSelect1, ReadSelect2, WriteSelect;  
    input [BITSIZE-1:0] WriteData;                                      
    input WriteEnable;                                                  
    output reg [BITSIZE-1:0] ReadData1, ReadData2;                      
    input clk, rst;                                                     
    reg [BITSIZE-1:0] reg_file [REGSIZE-1:0];    
    initial
    begin
        reg_file[0] = 32'b0;  
    end
    integer i;  
    always @(ReadSelect1, reg_file[ReadSelect1])
        begin
            ReadData1 = reg_file[ReadSelect1];
        end
    always @(ReadSelect2, reg_file[ReadSelect2])
        begin
            ReadData2 = reg_file[ReadSelect2];
        end
    always @(posedge clk)
        begin
            if (rst)
                for (i=0; i<REGSIZE; i=i+1) reg_file[i] <= 32'b0;  
            else
            begin
                if (WriteEnable && WriteSelect != 0)
                    reg_file[WriteSelect] <= WriteData;  
            end
        end
endmodule

==> GITHUB_STEP_SUMMARY <==
## PnR job results

| Metric | Value |
|---|---|
| Status | finished, final reports clean |
| Setup Buffers After CTS | 0 |
| Count of cell types in the netlist | 29 |
| Total power | 5249 uW |
| Clk sinks | 1024 |
| Clk slew on worst S/H paths | 0.06 ns |
| CP Data Required Time | 15.76 ns |
| Initial Utilization | 40.50% |
| Remaining antenna violation count after routing | 0 |
| Worst VDD drop | 66.56 uV |
| Die Width | 375.8 um |
| Synth top area cells | edfxtp_1 (55%), mux2i_1 (18%), and2_1 (11%) |
| Largest Register | reg_file |
| Post-synth seq share | 55.02% |
| Synth flops | 1024 |
| RSZ-0062 raised after global routing | false |
| Mapped Cells | 4605 |
| Resize count post-CTS | 0 |
| Worst hold margin | 3.836 ns |
| Residual DRC | 0 |
| Post-route cell area | 62230 um^2 |
| Total I/O pin count | 114 |
| Hold Path Class | input pin to flip-flop |
| First-pass GRT wire length | 270.5 mm |
| Dominant cell type by area after synthesis | edfxtp_1 |
| Via count | 37659 |
| Leakage | 0.02397 uW |
| Routed vias/inst | 5.767 |
| Synthesized area | 55890 um^2 |
| Routed length per instance | 29.09 um |
| Crit path kind | input pin to primary output |
| HPWL after detailed placement | 104.8 mm |
| Largest net degree at the start of global routing | 86 |
| Post-Route WL | 189.9 mm |
| Mux share | 18.34% |
| Placed cell area | 58680 um^2 |
| Setup TNS | 0 ns |
| Die Size | 141200 um^2 |
| Largest regs | reg_file (1024) |
| Final period utilization | 64.20% |
| Mean Syn Cell Area | 12.14 um^2 |
| Max-slew violations | 0 |
| Row cnt | 136 |
| Ys Warns | 1 |
| Final hold violations | 0 |
| Core area | 138000 um^2 |
| Layout cells sized above 1 | 8.088% |
| Final Util | 45.09% |
| DR iter-0 viols | 2691 |
| Top cell area share | 55.02% |
| Worst Path Arrival | 8.71 ns |
| Crit. End Element | primary output |
| Yosys cell count | 4605 |
| IO Port Bufs | 113 |
| Yosys aoi share | 7.021% |
| CTS Buf Count | 115 |
| Endpoints failing setup | 0 |
| CTS H-tree lvls | 3 |
| Hold path start | rst |
| Grt ovf | 0 |
| Area growth from synthesis to layout | 11.34% |
| Startpoint Class | input pin |
| Vias in the first global route | 38295 |
| Drt pass-1 iters | 6 |
| Die Y-Extent | 375.8 um |
| Max FFs per register | 1024 |
| Max Freq | 79.06 MHz |
| TritonCTS clock tree | built |
| Cts hold-fix bufs | 0 |
| Final Critical Period | 12.65 ns |
| Antenna violations before repair | 6 |
| Filler cells | 12127 |
| Worst slew margin | 36.27% |
| Largest logic family | multiplexers |
| Max clock buf depth | 3 |
| Xor-xnor portion of the synthesized cell area | 0% |
| Root Driver | clkbuf_16 |
| Tool warnings | 26 |
| Synthesized chip area reported by yosys | 55890 um^2 |
| Simple share | 15.72% |
| Hold EP | reg_file[0][3]$_SDFFCE_PN0P_ |
| Post-Synth Adder-Cell Area | 0% |
| Max-cap violation count | 0 |
| Least-Margin Pin Slew | 0.9530 ns |
| Gpl congestion | 0.9038 |
| GRT Overall Usage | 28.68% |
| Pwr dens | 84.35 nW/um^2 |
| Critical Path Fanout Max | 66 |
| Hold path depth | 2 |
[synth_stat cells]
library cell     n
clkbuf_1       230
a21oi_1        192
and2_1         994
clkbuf_4         7
buf_2          112
nand2b_1         5
nor2b_1          5
nor2_1          23
clkbuf_2         2
nand3b_1         3
nor2_2           5
nor3_1          64
mux2i_1       1024
a31oi_1         64
edfxtp_1      1024
nand3_2          1
conb_1           1
nand3b_2         1
buf_4           65
nor2_4           7
or3_1            2
a22o_1         128
buf_6           12
nand2_1        196
or3b_4           2
or2_2           33
nand3_1        193
a22oi_1        192
buf_1           18
[placed cells by master (no fill, tap or decap), types with 110 or more instances in the layout]
master,n
nand2_1,194
edfxtp_1,1024
a22o_1,128
clkbuf_16,118
and2_1,992
buf_4,143
clkdlybuf4s50_1,110
a21oi_1,192
nand3_1,193
mux2i_1,1024
a22oi_1,192
[critical path, stage by stage]
cell	delay (ns)
buf_8	0.53
buf_4	0.79
buf_4	0.65
buf_4	0.66
buf_4	0.56
mux2i_1	0.24
a22o_1	0.16
nor3_1	0.05
a31oi_1	0.32
nand3_1	0.21
clkdlybuf4s50_1	0.45
[layout make-up]
type / count / area, um^2 / share of cell area, %
Timing Repair Buffer: 260 / 2290 / 3.680
Multi-Input combinational cell: 3166 / 23310 / 37.46
Sequential cell: 1024 / 30750 / 49.41
Tap cell: 1863 / 2331 / 3.746
Clock buffer: 155 / 3092 / 4.968
Antenna cell: 6 / 15.01 / 0.02413
Clock inverter: 56 / 440.4 / 0.7078
[report_power, final]
group | total [uW] | internal (uW) | leakage (uW) | switching [uW]
registers | 2580 | 2520 | 0.00975 | 57.4
logic | 622 | 226 | 0.0125 | 395
clock network | 2050 | 1170 | 0.00171 | 882
total | 5250 | 3910 | 0.0240 | 1330
[worst max-delay path by stage]
stage	slack [ns]	from	depth (start not counted)	endpoint
4_1_cts	7.16	ReadSelect1[1]	11	ReadData1[23]
5_1_grt	6.95	ReadSelect1[1]	11	ReadData1[27]
6_report	7.05	ReadSelect1[1]	11	ReadData1[26]
[through the flow]
step / instances / worst slack [ns]
2_1_floorplan: 4636 / 10.70
3_3_place_gp: 6313 / 7.121
3_5_place_dp: 6313 / 7.159
4_1_cts: 6524 / 7.159
5_1_grt: 6526 / 6.951
6_report: 6530 / 7.052
[cells by family after synthesis]
| group | count (synthesis) |
|---|---|
| AOI/OAI and AO/OA | 576 |
| buffers and inverters | 446 |
| DFF | 1024 |
| muxes | 1024 |
| other | 1 |
| and+or+nand+nor | 1534 |
[routing by layer]
layer  track usage, %  vias up  routed length (um)
li1                 -    16797                   -
met1            36.83    18167               69600
met2            40.70     2253               83540
met3            18.16      430               28860
met4            9.057       12                7533
met5            2.230        -                 402
Power figures rest on the tool's default switching activity, not on a simulated workload.
