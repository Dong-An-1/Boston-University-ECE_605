--- flow/run.sh ---
#!/bin/bash
# OpenROAD 26Q1-2900-gdf79404cd8, Yosys 0.63+post, stock flow scripts
make -C /OpenROAD-flow-scripts/flow DESIGN_CONFIG=/design/flow/config.mk WORK_HOME=/design/flow/orfs finish
--- flow/config.mk ---
export PLATFORM = sky130hd
export DESIGN_NAME = Instruction_Memory
export DESIGN_NICKNAME = Instruction_Memory
export VERILOG_FILES = /design/flow/design.v
export SDC_FILE = /design/flow/constraint.sdc
export NUM_CORES = 4
export LEC_CHECK = 1
export CORE_AREA = 10 10 70 70
export DIE_AREA = 0 0 80 80
--- flow/constraint.sdc ---
current_design Instruction_Memory

set clk_period 1.6
set clk_io_pct 0.2

create_clock -name clk0 -period $clk_period

set non_clock_inputs [all_inputs -no_clocks]
set_input_delay [expr $clk_period * $clk_io_pct] -clock clk0 $non_clock_inputs
set_output_delay [expr $clk_period * $clk_io_pct] -clock clk0 [all_outputs]
--- flow/design.v ---
`timescale 1ns / 1ps
module Instruction_Memory #(
  parameter BITSIZE = 32,       
  parameter REGSIZE = 32        
)(
  input [REGSIZE-1:0] Address,       
  output reg [BITSIZE-1:0] ReadData1  
);
  reg [BITSIZE-1:0] memory_file [0:REGSIZE-1];
  always @(Address, memory_file[Address]) begin
    ReadData1 = memory_file[Address];
  end
  integer i;
  initial begin
    for (i = 0; i < REGSIZE; i = i + 1) begin
      memory_file[i] = 32'b0;
    end
    memory_file[0]  = 32'h00007033;  
    memory_file[1]  = 32'h00100093;  
    memory_file[2]  = 32'h00200113;  
    memory_file[3]  = 32'h00308193;  
    memory_file[4]  = 32'h00408213;  
    memory_file[5]  = 32'h00510293;  
    memory_file[6]  = 32'h00610313;  
    memory_file[7]  = 32'h00718393;  
    memory_file[8]  = 32'h00208433;  
    memory_file[9]  = 32'h404404b3;  
    memory_file[10] = 32'h00317533;  
    memory_file[11] = 32'h0041e5b3;  
    memory_file[12] = 32'h0041a633;  
    memory_file[13] = 32'h007346b3;  
    memory_file[14] = 32'h000002b7;  
    memory_file[15] = 32'h00028293;  
    memory_file[16] = 32'h4d34f713;  
    memory_file[17] = 32'h8d35e793;  
    memory_file[18] = 32'h4d26a813;  
    memory_file[19] = 32'h4d244893;  
  end
endmodule
==> COMMIT_EDITMSG <==
Add synthesis and place-and-route results

- Max-slew check failures listed in the final report amount to 0.
- The worst setup path is captured at an output pin.
* Share of cells above drive strength 1: 61.8%
- The share of total power dissipated in combinational logic is 100.0%.
- Clock buffers: 0
- Final cell count without fillers: 190
* Type of the worst setup path: input port to output pin
* Die height: 80 um
- Time the final worst path needs with I/O delays and setup: 1560 ps
- After routing the design area is 1320 um^2.
- Clk network pwr share: 0%
- DIE WIDTH: 80 um
- Yosys mapped the design onto 31 distinct sky130hd cell types.
- Crit path DRT: 1280 ps
* Average wire length per cell after detail routing: 13.2 um
- The synthesized instance count is 86.
* Count of flip-flops and latches: 0
- Residual DRC: 0
- Number of nets with antenna violations after routing: 0
- Entering global routing, the biggest net connects 12 pins.
- Port Buffers: 30
- Drt first pass iters: 3
- Number of antenna violations at the first check in global routing: 0
- OpenROAD emitted warnings numbering 67.
- Diode insertion count for antenna repair: 0
- Across the run, the number of max-cap violations was 0.
* GR Overflow Total: 0
* Max FO, Critical Path: 4
- In this run, flip-flops and latches consume 0% of the power.
- According to the floorplan report, the placeable core area is 3420 um^2.
- Buffers inserted to repair hold after CTS numbered 0.
- The detailed placer reported the number of placed instances as 173.
* Boundary Pins: 64
- Via count of the first global-routing pass: 839
- Final Cycle Share: 97.6%
* Routability-driven placement congestion ratio: 0.912
* VDD IR-drop max: 0.000152 V
- Warnings, synthesis: 1
- Switching power: 0.130 mW
* Overall routed net length: 2.50 mm
- Final total power: 0.306 mW
- Syn avg cell area: 7.33 um^2
* Kind of start point of the critical path: input port
- Floorplan utilization: 18.5%
- For reference, the final report shows the hold violation count at 0.
- Cell internal power was estimated by the tool at 0.177 mW.
- Across all layers, the routed design uses 763 vias.
- Tightest Hold Check Type: input port to output pin
* Number of failing setup endpoints in the final timing report: 0
- Worst path cell trace: buf_8 -> clkinv_8 -> ha_4 -> buf_6 -> buf_4 -> and2_4 -> nand2b_4 -> buf_2
- In this run switching power makes up 42.4% of total power.
- Total die size: 6400 um^2
- Initial drt markers: 10
- The placement stage leaves a total instance area of 1030 um^2.
- The top cell types in the final layout, fill and taps aside, are 31 x sky130_fd_sc_hd__buf_4, 12 x sky130_fd_sc_hd__dlygate4sd2_1, 11 x sky130_fd_sc_hd__buf_6.
- Counting both buffers and inverters, the worst setup path holds a total of 5.
- The OpenROAD report gives the critical path a data arrival time of 1240 ps.
- Post-detail-place hpwl: 1.77 mm
- Post-synthesis instance area: 631 um^2
* CP peak stage delay: 160 ps
- Count of filler cells inserted in the layout: 351
- Static timing analysis puts the maximum clock frequency at 640 MHz.
- In this run the layout overhead on the synthesized area is reported as 109%.
* Status: complete, no violations
* Reg area: 0 um^2
* Total cell area reported by yosys after synthesis: 631 um^2
- Floorplan row count: 21
* Most numerous logic cell after layout: sky130_fd_sc_hd__buf_4
* Leakage power of the design: 0.629 nW
- Comb gate area: 653 um^2
- Yosys Instances: 86
* P per Cell Area: 232 nW/um^2
* Cell with the largest stage delay on the worst path: sky130_fd_sc_hd__ha_4
- Final Util: 38.6%
- Total global-route track usage over all layers is 7.50%.
* Sequential-to-total area share from yosys stat: 0%
- First-pass GRT wire length: 4.09 mm
- Among cell families on the critical path, the largest total delay comes from buffers and inverters.
- After detailed routing, the number of vias per cell comes to 4.02.
## repair_timing
action,4_1_cts,5_1_grt
resized,112,17
pin swaps,13,6
setup endpoints to repair,25,9
setup buffers,17,4
## final timing paths
check | from | end | slack (ps) | cells past startpoint
hold / removal | Address[2] | ReadData1[12] | 1020 | 4
setup / recovery | Address[1] | ReadData1[16] | 40 | 8
## kinds of logic (layout without fill, tap and decap cells)
family          count (synthesis)  after routing  share of synthesized area (%)
fa+ha+maj                      10             10                           19.6
buf+inv                        21             73                           25.0
xor+xnor                        1              1                           1.39
other cells                     1              7                          0.595
compound gates                 26             26                           26.8
simple gates                   26             26                           25.0
mux                             1              1                           1.59
## through the flow
stage | hold slack (ps) | worst slack, ps | TNS [ps]
after CTS | 1090 | -1.11 | -1.11
after floorplan | 667 | 174 | 0
after global placement | 1690 | -766 | -15810
after global routing | 1040 | -2.92 | -2.92
after detailed placement | 1700 | -772 | -16040
final | 1020 | 38.3 | 0
## routing by layer
layer	track usage, %	share of wire [%]	vias up
li1	-	-	393
met3	1.93	6.5	0
met4	0.352	0	0
met1	10.5	49	347
met5	0	0	-
met2	11.7	44	23
## power by group through the flow
| stage | registers, mW | clock network (mW) | logic (mW) |
|---|---|---|---|
| after CTS | 0 | 0 | 0.293 |
| after global routing | 0 | 0 | 0.337 |
| final | 0 | 0 | 0.306 |
## cells in the mapped netlist
cell type                    n  area [um^2]
sky130_fd_sc_hd__nor3b_4     1         18.8
sky130_fd_sc_hd__a21oi_1     8         40.0
sky130_fd_sc_hd__nand2_1     6         22.5
sky130_fd_sc_hd__o21ai_1     4         20.0
sky130_fd_sc_hd__nor2b_2     1         8.76
sky130_fd_sc_hd__nor2b_1     2         12.5
sky130_fd_sc_hd__and2_4      1         8.76
sky130_fd_sc_hd__o22ai_2     1         12.5
sky130_fd_sc_hd__o2bb2ai_1   1         8.76
sky130_fd_sc_hd__conb_1      1         3.75
sky130_fd_sc_hd__o31ai_1     1         7.51
sky130_fd_sc_hd__buf_6       4         45.0
sky130_fd_sc_hd__buf_4      13         97.6
sky130_fd_sc_hd__o21bai_1    1         7.51
sky130_fd_sc_hd__and3_1      1         6.26
sky130_fd_sc_hd__a211o_1     2         17.5
sky130_fd_sc_hd__inv_1       4         15.0
sky130_fd_sc_hd__nand3_2     1         10.0
sky130_fd_sc_hd__nand2b_1    3         18.8
sky130_fd_sc_hd__xor2_1      1         8.76
sky130_fd_sc_hd__o21a_1      2         15.0
sky130_fd_sc_hd__nand2_2     1         6.26
sky130_fd_sc_hd__nand2b_2    1         8.76
sky130_fd_sc_hd__o22ai_1     4         25.0
sky130_fd_sc_hd__maj3_2      1         11.3
sky130_fd_sc_hd__mux2i_1     1         10.0
sky130_fd_sc_hd__or2_1       1         6.26
sky130_fd_sc_hd__ha_1        9          113
sky130_fd_sc_hd__a22oi_1     2         15.0
sky130_fd_sc_hd__nor2_1      6         22.5
sky130_fd_sc_hd__nand3b_1    1         7.51
## cell type report
| type | count | share of cell area, % |
|---|---|---|
| inverters | 4 | 2.46 |
| multi-input cells | 71 | 49.5 |
| well taps | 46 | 4.36 |
| repair buffers | 69 | 43.7 |
Power and IR drop assume default switching activity.
